<file path="/design/flow/design.v">
module UART1(
    input clk, clk_uart, rst,
    input [7:0] datain_1,
    input data_reciev_1,
    output reg data_transm_1,
    output reg [7:0] dataout_1
);
reg [7:0] parallel_in;
reg [3:0] cant_unos;
reg [4:0] state_transm;
reg [4:0] counter_transm;
reg [4:0] state_reciev;
reg [4:0] counter_reciev;
always @(posedge clk_uart) begin
    if (rst) begin
        data_transm_1 <= 1;
        dataout_1 <= 0;
        parallel_in <= 0;
        cant_unos <= 0;
        state_transm <= 0;
        counter_transm <= 0;
        state_reciev <= 0;
        counter_reciev <= 0;
    end else begin
        case (state_transm)
            0 : begin
                if (datain_1 != 0) begin
                    data_transm_1 <= 0;  
                    parallel_in <= datain_1;
                    state_transm <= 1;
                end
            end
            1 : begin
                if (counter_transm < 4'd8) begin
                    data_transm_1 <= parallel_in[0];
                    cant_unos <= parallel_in[0] ? cant_unos + 1 : cant_unos;
                    parallel_in <= parallel_in >> 1;
                    counter_transm <= counter_transm + 1;
                end
                else begin
                    if (cant_unos % 2) data_transm_1 <= 1;  
                    else data_transm_1 <= 0;
                    cant_unos <= 0;
                    counter_transm <= 0;
                    state_transm <= 2;
                end
            end
            2 : begin
                data_transm_1 <= 1;  
                state_transm <= 0;
            end
        endcase
        case (state_reciev)
            0 : begin
                if (!data_reciev_1) state_reciev <= 1;
            end
            1 : begin
                if (counter_reciev < 4'd8) begin
                    dataout_1 <= dataout_1 >> 1;
                    dataout_1[7] <= data_reciev_1;
                    counter_reciev <= counter_reciev + 1;
                end
                else begin
                    dataout_1 <= 0;
                    counter_reciev <= 0;
                    state_reciev <= 0;  
                end
            end
        endcase
    end
end
endmodule
module UART2(
    input clk, clk_uart, rst,
    input [7:0] datain_2,
    input data_reciev_2,
    output reg data_transm_2,
    output reg [7:0] dataout_2
);
reg [7:0] parallel_in;
reg [3:0] cant_unos;
reg [4:0] state_transm;
reg [4:0] counter_transm;
reg [4:0] state_reciev;
reg [4:0] counter_reciev;
always @(posedge clk_uart) begin
    if (rst) begin
        data_transm_2 <= 1;
        dataout_2 <= 0;
        parallel_in <= 0;
        cant_unos <= 0;
        state_transm <= 0;
        counter_transm <= 0;
        state_reciev <= 0;
        counter_reciev <= 0;
    end else begin
        case (state_transm)
            0 : begin
                if (datain_2 != 0) begin
                    data_transm_2 <= 0;
                    parallel_in <= datain_2;
                    state_transm <= 1;
                end
            end
            1 : begin
                if (counter_transm < 4'd8) begin
                    data_transm_2 <= parallel_in[0];
                    cant_unos <= parallel_in[0] ? cant_unos + 1 : cant_unos;
                    parallel_in <= parallel_in >> 1;
                    counter_transm <= counter_transm + 1;
                end
                else begin
                    if (cant_unos % 2) data_transm_2 <= 1;
                    else data_transm_2 <= 0;
                    cant_unos <= 0;
                    counter_transm <= 0;
                    state_transm <= 2;
                end
            end
            2 : begin
                data_transm_2 <= 1;
                state_transm <= 0;
            end
        endcase
        case (state_reciev)
            0 : begin
                if (!data_reciev_2) state_reciev <= 1;
            end
            1 : begin
                if (counter_reciev < 4'd8) begin
                    dataout_2 <= dataout_2 >> 1;
                    dataout_2[7] <= data_reciev_2;
                    counter_reciev <= counter_reciev + 1;
                end
                else begin
                    dataout_2 <= 0;
                    counter_reciev <= 0;
                    state_reciev <= 0;
                end
            end
        endcase
    end
end
endmodule
module completo(
    input clk, clk_uart, rst,
    input [7:0] datain_1,
    input [7:0] datain_2,
    output [7:0] dataout_1,
    output [7:0] dataout_2
);
wire data_transm_1, data_transm_2;
UART1 tyr1(.clk(clk), .clk_uart(clk_uart), .rst(rst), .datain_1(datain_1), .data_reciev_1(data_transm_2), .data_transm_1(data_transm_1), .dataout_1(dataout_1));
UART2 tyr2(.clk(clk), .clk_uart(clk_uart), .rst(rst), .datain_2(datain_2), .data_reciev_2(data_transm_1), .data_transm_2(data_transm_2), .dataout_2(dataout_2));
endmodule
</file>
<file path="/design/flow/run.sh">
#!/bin/bash
# OpenROAD 26Q1-2900-gdf79404cd8, Yosys 0.63+post, stock flow scripts
make -C /OpenROAD-flow-scripts/flow DESIGN_CONFIG=/design/flow/config.mk WORK_HOME=/design/flow/orfs finish
</file>
<file path="/design/flow/config.mk">
export PLATFORM = sky130hd
export DESIGN_NAME = completo
export DESIGN_NICKNAME = completo
export VERILOG_FILES = /design/flow/design.v
export SDC_FILE = /design/flow/constraint.sdc
export NUM_CORES = 4
export LEC_CHECK = 1
export CORE_UTILIZATION = 30
</file>
<file path="/design/flow/constraint.sdc">
current_design completo

set clk_period 3.2
set clk_io_pct 0.2

create_clock -name clk0 -period $clk_period [get_ports {clk_uart}]

set non_clock_inputs [all_inputs -no_clocks]
set_input_delay [expr $clk_period * $clk_io_pct] -clock clk0 $non_clock_inputs
set_output_delay [expr $clk_period * $clk_io_pct] -clock clk0 [all_outputs]
</file>
==> impl_metrics.json <==
{
  "drtIter0Drc": 63,
  "p_leak_nw": 1.212,
  "ant_nets": 0,
  "yosysTopAreaCellShare": 0.4939,
  "final-hold-violation-count": 0,
  "core_area_um2": 8678,
  "crit_arrival_ns": 2.43,
  "drcViolationCount": 0,
  "wl_per_cell_um": 11.61,
  "num_vias": 1955,
  "ys_types": 32,
  "cts_tree": "done",
  "numSynthFlops": 66,
  "die_w_um": 96.43,
  "grt_max_degree": 29,
  "whs_path_depth": 2,
  "rows": 34,
  "period_minus_slack_ns": 2.192,
  "drv_cap": 0,
  "met3_usage": 0.03023,
  "status": "finished clean",
  "end_kind": "flip-flop",
  "setup_viol": 0,
  "crit_path_max_incr_delay_ns": 0.83,
  "yosysWarningCount": 2,
  "vdd_drop_max_mv": 0.2874,
  "ctsHoldBuffers": 0,
  "use_met1": 0.1686,
  "cts_setup_buffers": 0,
  "dp_hpwl_um": 2993,
  "tns_ns": 0,
  "ys_async_sr_fraction": 0,
  "areaGrowthSynthToFinish_pct": 23.71,
  "cp_slowest_cell": "dfxtp_1",
  "min_from": "tyr2.cant_unos[0]$_SDFFE_PP0P_",
  "io_buffers": 33,
  "antenna_found_initial": 0,
  "reg2reg_depth": 4,
  "vias_per_cell": 4.888,
  "relSlewSlack": 0.4827,
  "grt_util_met2": 0.1613,
  "p_sw_frac": 0.2260,
  "min_to": "tyr2.cant_unos[0]$_SDFFE_PP0P_",
  "path_max_fanout": 21,
  "fin_cells": 400,
  "worst_slew_pin_slew_ns": 0.7749,
  "fmax_ghz": 0.4562,
  "cts.path.max_buffers": 2,
  "p_int_mw": 1.470,
  "grt_pass1_vias": 1784,
  "powerDensity_nw_per_um2": 573.8,
  "num_antenna_cells": 0,
  "worstPathRequired_ns": 3.44,
  "rsz0062_at_grt": "no",
  "grt-ovfl-total": 0,
  "chipArea_um2": 9299,
  "power.switching_uw": 429.3,
  "path_buffers": 0,
  "period_used_share": 0.6850,
  "crit_path_start_kind": "flip-flop",
  "crit_chain": "or3b_4 > a32oi_4 > nor2_1 > a211oi_1",
  "reg2reg_from": "tyr2.state_transm[2]$_DFF_P_",
  "p_comb_frac": 0.091,
  "top_usage_layer": "met1",
  "worst-setup-path-type": "flip-flop to flip-flop",
  "topCellsByArea": "dfxtp_1 49%, a22o_1 6.5%, mux2i_1 5.2%, a21oi_1 3.7%, nor2_1 3.6%",
  "cts_buffers": 9,
  "utilization": 0.3813,
  "crit_family": "flip-flops",
  "gp_congestion": 0.7504,
  "synth-edff-count": 0,
  "die_h_um": 96.43,
  "cts_resized": 0,
  "hold_path.class": "flip-flop to flip-flop",
  "ios": 35,
  "syn_area_per_cell_um2": 10.49,
  "h-tree-depth": 3,
  "cts.sinks": 66,
  "grtUsageTotal": 0.1096,
  "fillers": 848,
  "grt_first_pass_wirelength_um": 8038,
  "clock_latency_ns": 0.33,
  "layout-drive-gt1-share": 0.1336,
  "ys_cells": 255,
  "synth-main-ff-cell": "dfxtp_1",
  "r2r_slack_ns": 1.01,
  "warnings": 26,
  "synth_seq_share": 0.4939,
  "cts-root-buf": "clkbuf_8",
  "synth_area_leader_cell": "dfxtp_1",
  "r2r-end": "tyr2.parallel_in[4]$_SDFFE_PP0P_",
  "p_clk_frac": 0.432,
  "clkTransAtPathRegs_ns": 0.07,
  "synth_area_um2": 2675,
  "routed_wl_um": 4643,
  "seqPwrFrac": 0.478,
  "drv_slew": 0,
  "fp_util": 0.3082,
  "drt-pass1-iter-count": 4,
  "finalClockSkew_ns": 0.006733,
  "synth_cells": 255,
  "ys_chip_area_um2": 2675,
  "placed_cells": 384
}
==> through the flow <==
stage	instance area [um2]	total power, mW	worst slack (ns)	hold slack [ns]
after floorplan	2675	1.045	1.458	0.4259
after global placement	3077	1.095	0.8092	0.4511
after detailed placement	3077	1.098	0.7709	0.4539
after CTS	3309	1.927	0.9864	0.4676
after global routing	3309	1.988	0.8390	0.4899
final	3309	1.899	1.008	0.4664
==> cells in the final DEF, fill, tap and decap left out, drive strengths merged <==
cell / synthesis / final
clkbuf: 8 / 10
nor3b: 6 / 6
clkdlybuf4s50: 0 / 32
a311o: 2 / 2
nor4: 4 / 4
o31ai: 6 / 6
and3: 2 / 2
a32oi: 2 / 2
bufinv: 0 / 3
ha: 4 / 4
a21oi: 20 / 20
mux2: 6 / 6
nand4b: 2 / 2
dfxtp: 66 / 66
a31oi: 2 / 2
and2: 4 / 4
nand3b: 4 / 4
nand2b: 7 / 7
a211oi: 16 / 16
mux2i: 14 / 14
nor2: 30 / 30
nand4: 2 / 2
buf: 5 / 2
or3b: 2 / 2
a22o: 20 / 20
nand3: 2 / 2
nand2: 10 / 10
o21ai: 2 / 2
or2b: 3 / 3
nor3: 4 / 4
clkinv: 0 / 3
==> cell type report <==
class,count,area (um2),share of cell area
Clock inverter,6,105.1,0.03176
Tap cell,108,135.1,0.04083
Clock buffer,10,127.6,0.03856
Timing Repair Buffer,34,332.8,0.1006
Sequential cell,66,1321,0.3992
Multi-Input combinational cell,176,1287,0.3890
==> worst reg2reg max path: cells and delay by family, from the launching register on <==
kind / cells / cell delay, ns
DFF: 1 / 0.83
and+or+nand+nor: 2 / 0.58
AOI/OAI and AO/OA: 2 / 0.71
==> synth_stat cells (6+ instances only) <==
master	count
a211oi_1	12
mux2_2	6
a21oi_1	20
nor3b_1	6
dfxtp_1	66
nor2_1	26
clkbuf_1	8
nand2b_1	7
mux2i_1	14
a22o_1	20
nand2_1	10
o31ai_1	6
==> flip-flops by register name, indices dropped and copies added (netlist names), 2 cells and up <==
name	flops
tyr1.dataout_1	8
tyr1.parallel_in	8
tyr2.dataout_2	8
tyr2.parallel_in	8
tyr1.counter_reciev	5
tyr1.counter_transm	5
tyr2.counter_reciev	5
tyr2.counter_transm	5
tyr1.state_transm	3
tyr2.state_transm	3
tyr1.state_reciev	2
tyr2.state_reciev	2
==> per-layer routing <==
metal  share of wire  wire, um  up-vias
li1                -         -     1016
met1            0.53      2446      885
met2            0.40      1879       49
met3           0.058       271        5
met4          0.0099        46        0
met5               0         0        -
==> power by group through the flow <==
stage	sequential, mW	clock (mW)	combinational, mW
after global routing	0.915	0.881	0.192
after CTS	0.907	0.846	0.174
final	0.907	0.820	0.172
==> cells by family (layout without fill, tap and decap cells) <==
kind of cell,count (synthesis),after routing,share of synthesized area
and+or+nand+nor,82,82,0.1763
buffers and inverters,13,50,0.02479
adders and majority gates,4,4,0.01871
DFF,66,66,0.4939
AOI/OAI and AO/OA,70,70,0.2086
muxes,20,20,0.07764
==> how the worst max path moves through the flow <==
stage                 slack, ns                    startpoint                          endpoint  depth (start not counted)
after CTS                  0.99  tyr2.state_transm[2]$_DFF_P_  tyr2.parallel_in[4]$_SDFFE_PP0P_                          4
after global routing       0.84  tyr2.state_transm[2]$_DFF_P_  tyr2.parallel_in[4]$_SDFFE_PP0P_                          4
final                      1.01  tyr2.state_transm[2]$_DFF_P_  tyr2.parallel_in[4]$_SDFFE_PP0P_                          4
Power and IR drop assume default switching activity.
